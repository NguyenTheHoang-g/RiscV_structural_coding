==> ./design.v <==
module adder_32bit(
    input  logic [31:0] a_i,
    input  logic [31:0] b_i,
    output logic [31:0] s_o,
    output logic        c_o
);
    logic [31:0] c_w;
    full_adder FA0  (a_i[0], b_i[0], 1'b0, s_o[0], c_w[0]);
    genvar i;
    generate
        for (i = 1; i < 32; i++) begin:gen_adder
            full_adder FA (
            a_i[i], b_i[i], c_w[i-1], s_o[i], c_w[i]);
     end
    endgenerate
    assign c_o = c_w[31];
endmodule
module alu_structural (
    input  [3:0]  alu_control,
    input  [31:0] a, b,
    output [31:0] result
);
    wire [31:0] res [0:9];
    wire add_carry;
    adder_32bit u_add (
        .a_i(a),
        .b_i(b),
        .s_o(res[0]),
        .c_o(add_carry)
    );
    sll_32_structural u_sll (
        .a(a),
        .b(b[4:0]),
        .s(res[1])	
    );
    wire slt_result;
    slt_sltu_32bit u_slt (
        .I_OP_A(a),
        .I_OP_B(b),
        .I_U(1'b0),
        .O_Result(slt_result)
    );
    assign res[2] = {31'b0, slt_result};
    wire sltu_result;
    slt_sltu_32bit u_sltu (
        .I_OP_A(a),
        .I_OP_B(b),
       .I_U(1'b1),
        .O_Result(sltu_result)
    );
    assign res[3] = {31'b0, sltu_result};
	 assign res[4] = a^ b;
    srl_32_structural u_srl (
        .a(a),
        .b(b[4:0]),
        .s(res[5])
    );
    assign res[6] = a | b;
    assign res[7] = a & b;
    wire sub_borrow;
    subtractor_32bit u_sub (
        .a_i(a),
        .b_i(b),
        .d_o(res[8]),
        .b_o(sub_borrow)
    );
    sra_32_structural u_sra (
        .a(a),
        .b(b[4:0]),
        .s(res[9])
    );
    wire [31:0] mux_l1 [0:4];
    wire [31:0] mux_l2 [0:2];
    wire [31:0] mux_l3 [0:1];
    wire [31:0] mux_l4;
    mux2to1_32 m1_0(res[0], res[1], alu_control[0], mux_l1[0]);
    mux2to1_32 m1_1(res[2], res[3], alu_control[0], mux_l1[1]);
    mux2to1_32 m1_2(res[4], res[5], alu_control[0], mux_l1[2]);
    mux2to1_32 m1_3(res[6], res[7], alu_control[0], mux_l1[3]);
    mux2to1_32 m1_4(res[8], 32'b0, alu_control[0], mux_l1[4]);
    mux2to1_32 m2_0(mux_l1[0], mux_l1[1], alu_control[1], mux_l2[0]);
    mux2to1_32 m2_1(mux_l1[2], mux_l1[3], alu_control[1], mux_l2[1]);
    mux2to1_32 m2_2(mux_l1[4], 32'b0,      alu_control[1], mux_l2[2]);  
    mux2to1_32 m3_0(mux_l2[0], mux_l2[1], alu_control[2], mux_l3[0]);
    mux2to1_32 m3_1(mux_l2[2], res[9] ,      alu_control[2], mux_l3[1]);  
    mux2to1_32 m4(mux_l3[0], mux_l3[1], alu_control[3], result);
endmodule
module full_adder(
	input logic a_i,
	input logic b_i,
	input logic c_i,
	output logic s_o,
	output logic c_o
	);
	assign s_o = a_i ^ b_i ^ c_i;
	assign c_o = (a_i & b_i) | (a_i & c_i) | (b_i & c_i);
endmodule 
module mux2to1_32(
    input  [31:0] in0,
    input  [31:0] in1,
    input         sel,
    output [31:0] o
);
    assign o = sel ? in1 : in0;
endmodule
module sll_32_structural (
    output [31:0] s,
    input  [31:0] a,
    input  [4:0]  b
);
    wire [31:0] s1, s2, s3, s4;
    mux2to1_32 m0(a,   {a[30:0], 1'b0},  b[0], s1);
    mux2to1_32 m1(s1,  {s1[29:0], 2'b0}, b[1], s2);
    mux2to1_32 m2(s2,  {s2[27:0], 4'b0}, b[2], s3);
    mux2to1_32 m3(s3,  {s3[23:0], 8'b0}, b[3], s4);
    mux2to1_32 m4(s4,  {s4[15:0], 16'b0}, b[4], s);
endmodule
module mux2to1 (
    input  logic in0,
    input  logic in1,
    input  logic sel,
    output logic out
);
    assign out = sel ? in1 : in0;
endmodule
module slt_sltu_32bit (
  input  logic [31:0] I_OP_A,
  input  logic [31:0] I_OP_B,
  input  logic        I_U,      
  output logic        O_Result
);
  logic [31:0] sub;
  logic        borrow;
  logic        sign_a, sign_b, xor_sign;
  logic        sel_signed_unsigned, sel;
  subtractor_32bit sub0 (
    .a_i(I_OP_A),
    .b_i(I_OP_B),
    .d_o(sub),
    .b_o(borrow)
  );
  assign sign_a = I_OP_A[31];
  assign sign_b = I_OP_B[31];
  assign xor_sign = sign_a ^ sign_b;
  mux2to1 m0 (
    .in0(borrow),
    .in1(sign_a),
    .sel(xor_sign),
    .out(sel_signed_unsigned)
  );
  mux2to1 m1 (
    .in0(sel_signed_unsigned),
    .in1(borrow),
    .sel(I_U),
    .out(sel)
  );
  assign O_Result = sel;
endmodule
module subtractor_4bit(
    input  logic [3:0] a_i,
    input  logic [3:0] b_i,
    input  logic       b_in,     
    output logic [3:0] d_o,
    output logic       b_o       
);
    logic [2:0] b_w;
    full_subtractor S0(a_i[0], b_i[0], b_in,    d_o[0], b_w[0]);
    full_subtractor S1(a_i[1], b_i[1], b_w[0],  d_o[1], b_w[1]);
    full_subtractor S2(a_i[2], b_i[2], b_w[1],  d_o[2], b_w[2]);
    full_subtractor S3(a_i[3], b_i[3], b_w[2],  d_o[3], b_o);
endmodule
module full_subtractor(
    input  logic a_i,
    input  logic b_i,
    input  logic c_i,      
    output logic d_o,
    output logic b_o       
);
    assign d_o = a_i ^ b_i ^ c_i;
    assign b_o = ((~a_i) & (b_i ^ c_i)) | (b_i & c_i);
endmodule
module subtractor_32bit (
    input  logic [31:0] a_i,
    input  logic [31:0] b_i,
    output logic [31:0] d_o,
    output logic        b_o
);
    logic [7:0] borrow;
    subtractor_4bit S0 (a_i[3:0],   b_i[3:0],   1'b0,       d_o[3:0],   borrow[0]);
    subtractor_4bit S1 (a_i[7:4],   b_i[7:4],   borrow[0],  d_o[7:4],   borrow[1]);
    subtractor_4bit S2 (a_i[11:8],  b_i[11:8],  borrow[1],  d_o[11:8],  borrow[2]);
    subtractor_4bit S3 (a_i[15:12], b_i[15:12], borrow[2],  d_o[15:12], borrow[3]);
    subtractor_4bit S4 (a_i[19:16], b_i[19:16], borrow[3],  d_o[19:16], borrow[4]);
    subtractor_4bit S5 (a_i[23:20], b_i[23:20], borrow[4],  d_o[23:20], borrow[5]);
    subtractor_4bit S6 (a_i[27:24], b_i[27:24], borrow[5],  d_o[27:24], borrow[6]);
    subtractor_4bit S7 (a_i[31:28], b_i[31:28], borrow[6],  d_o[31:28], borrow[7]);
    assign b_o = borrow[7];
endmodule
module sra_32_structural (
    output [31:0] s,
    input  [31:0] a,
    input  [4:0]  b
);
    wire [31:0] s1, s2, s3, s4;
wire sign= a[31];
    mux2to1_32 m0(a,   { {1{sign}},a[31:1]},  b[0], s1);
    mux2to1_32 m1(s1,  {{2{sign}},s1[31:2] }, b[1], s2);
    mux2to1_32 m2(s2,  {{4{sign}},s2[31:4] }, b[2], s3);
    mux2to1_32 m3(s3,  {{8{sign}},s3[31:8]}, b[3], s4);
    mux2to1_32 m4(s4,  {{16{sign}},s4[31:16]}, b[4], s);
endmodule
module srl_32_structural (
    output [31:0] s,
    input  [31:0] a,
    input  [4:0]  b
);
    wire [31:0] s1, s2, s3, s4;
    mux2to1_32 m0(a,   {1'b0,a[31:1] },  b[0], s1);
    mux2to1_32 m1(s1,  {2'b0,s1[31:2] }, b[1], s2);
    mux2to1_32 m2(s2,  {4'b0,s2[31:4] }, b[2], s3);
    mux2to1_32 m3(s3,  {8'b0,s3[31:8]}, b[3], s4);
    mux2to1_32 m4(s4,  {16'b0,s4[31:16] }, b[4], s);
endmodule
==> ./run.sh <==
#!/bin/bash
# OpenROAD 26Q1-2900-gdf79404cd8, Yosys 0.63+post, stock flow scripts
make -C /OpenROAD-flow-scripts/flow DESIGN_CONFIG=/design/flow/config.mk WORK_HOME=/design/flow/orfs finish
==> ./config.mk <==
export PLATFORM = sky130hd
export DESIGN_NAME = alu_structural
export DESIGN_NICKNAME = alu_structural
export VERILOG_FILES = /design/flow/design.v
export SDC_FILE = /design/flow/constraint.sdc
export NUM_CORES = 4
export LEC_CHECK = 1
export CORE_UTILIZATION = 40
==> ./constraint.sdc <==
current_design alu_structural

set clk_period 10.8
set clk_io_pct 0.2

create_clock -name clk0 -period $clk_period

set non_clock_inputs [all_inputs -no_clocks]
set_input_delay [expr $clk_period * $clk_io_pct] -clock clk0 $non_clock_inputs
set_output_delay [expr $clk_period * $clk_io_pct] -clock clk0 [all_outputs]
==> results.sh <==
# implementation run metrics
export IMPL_slowest_delay_ns=0.39
export IMPL_critPathKind="in2out"
export IMPL_dpl_cell_area_um2=10300
export IMPL_setup_viol_count_final=18
export IMPL_synth_avg_cell_area_um2=7.93
export IMPL_diodes=0
export IMPL_whs_path_depth=5
export IMPL_die_w_um=146
export IMPL_final_area_um2=10400
export IMPL_postCtsHoldBufs=0
export IMPL_slowest_stage="fa_2"
export IMPL_p_leak_uw=0.00418
export IMPL_place_ws_ns=-6.02
export IMPL_drc=0
export IMPL_rsz0062_at_grt="true"
export IMPL_finalHoldViolCount=0
export IMPL_final_min_clock_period_ns=16.16
export IMPL_ant_nets=0
export IMPL_netlist_cell_type_count=66
export IMPL_drv_slew=0
export IMPL_setup_ws_ns=-5.36
export IMPL_dr_pass1_iters=6
export IMPL_first_global_vias=9642
export IMPL_drtIter0Drc=894
export IMPL_slew_headroom=0.401
export IMPL_routed_via_density=6.75
export IMPL_mostFrequentLayoutCells="127 x buf_4, 115 x nand2_1, 87 x a21oi_1, 70 x clkdlybuf4s50_1"
export IMPL_vias=9779
export IMPL_crit_required_ns=8.64
export IMPL_die_area_um2=21300
export IMPL_drv_cap=0
export IMPL_hold_end="result[23]"
export IMPL_syn_inst=1045
export IMPL_ioPinCount=100
export IMPL_io_buffers=100
export IMPL_antenna_found_initial=2
export IMPL_powerDensity_nw_per_um2=54.0
export IMPL_netlist_area_um2=8290
export IMPL_hold_path_startpoint="alu_control[1]"
export IMPL_arrival_ns=14.00
export IMPL_grt_usage=0.437
export IMPL_grt_overflow_total=0
export IMPL_flop_count=0
export IMPL_gp_congestion=1.10
export IMPL_layout_drive_gt1_share=0.290
export IMPL_grt_max_degree=57
export IMPL_failed_checks="setup timing"
export IMPL_nClkBuffers=0
export IMPL_areaGrowthSynthToFinish_pct=25.6
export IMPL_regArea_um2=0
export IMPL_rows=52
export IMPL_avgRoutedWirePerCell_um=30.5
export IMPL_crit_fanout=2
export IMPL_initial_utilization=0.408
export IMPL_ys_seq_frac=0
export IMPL_status="complete, but fails checks"
export IMPL_die_h_um=146
export IMPL_hold_class="in2out"
export IMPL_max_freq_mhz=61.9
export IMPL_layout_top_cell="buf_4"
export IMPL_period_used=1.50
export IMPL_grt_first_pass_wirelength_mm=64.4
export IMPL_worst_slew_pin_slew_ns=0.899
export IMPL_fp_coreArea_um2=20300
export IMPL_wl_mm=44.2
export IMPL_path_common_cell="fa_2"
export IMPL_cp_start_kind="primary input"
export IMPL_ir_drop_uv=45.3
export IMPL_yosys_cells=1045
export IMPL_comb_area_um2=7910
export IMPL_cp_end_kind="output pin"
export IMPL_ys_area_um2=8290
export IMPL_log_warning_count=70
export IMPL_hold_slack_ns=4.90
export IMPL_dp_hpwl_mm=33.6
export IMPL_fillCellCount=2027
export IMPL_yosysWarnings=1
-- worst max-delay path: cells and delay by family --
family / cells / cell delay [ns]
multiplexers: 1 / 0.12
buffers and inverters: 5 / 0.51
adder cells (fa/ha/maj): 32 / 10.77
AND-OR/OR-AND: 3 / 0.44
-- layout make-up --
class / count / share of cell area
multi-input cells: 872 / 0.759
well taps: 270 / 0.0324
inverters: 79 / 0.0297
repair buffers: 228 / 0.179
-- power by group --
part           internal, µW  total [µW]  switching (µW)
Clock                     0           0               0
Sequential                0           0               0
Combinational           231         562             331
Total                   231         562             331
-- how the worst max path moves through the flow --
stage	startpoint	endpoint	slack, ns	depth (start not counted)
global route	a[0]	result[0]	-5.73	41
finish	a[0]	result[0]	-5.36	41
CTS	a[0]	result[0]	-5.33	41
-- metal layers --
| layer | GRT usage | vias up | wire [µm] |
|---|---|---|---|
| met5 | 0.0114 | - | 13 |
| met4 | 0.171 | 2 | 2450 |
| met3 | 0.208 | 162 | 6670 |
| met2 | 0.615 | 725 | 18400 |
| met1 | 0.590 | 4696 | 16600 |
| li1 | - | 4194 | - |
-- cells by family after synthesis --
logic type	count (synthesis)	synth area share
multiplexers	129	0.249
AND-OR/OR-AND	354	0.277
XOR/XNOR	1	0.00106
buffers and inverters	173	0.0847
AND/OR/NAND/NOR	260	0.139
adder cells (fa/ha/maj)	128	0.249
-- timing repair --
item / CTS / global route
setup endpoints to repair: 20 / 19
resized: 87 / 15
hold endpoints to repair: 0 / 0
buffers inserted: 4 / 4
pin swaps: 20 / 15
-- Yosys cell counts (all sizes together), types with 22 or more instances --
cell    count  area [µm²]
nand2     116         435
a21oi      96         480
o21ai      78         390
inv        76         285
ha         66         826
fa         62        1240
nor2       60         225
mux4       59        1330
clkbuf     58         218
mux2i      48         480
buf        36         188
a211oi     23         173
mux2       22         255
nor3       22         110
-- metrics by stage --
step | instances | total power (µW) | util | setup TNS [ns]
2_1_floorplan | 1045 | 294 | - | -42.84
3_3_place_gp | 1445 | 540 | 0.506 | -66.21
3_5_place_dp | 1445 | 538 | 0.506 | -67.12
4_1_cts | 1447 | 541 | 0.509 | -53.83
5_1_grt | 1449 | 599 | 0.513 | -57.75
6_report | 1449 | 562 | 0.513 | -53.91
Power and IR drop assume default switching activity.
