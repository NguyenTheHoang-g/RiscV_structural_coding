===== flow/config.mk =====
export PLATFORM = sky130hd
export DESIGN_NAME = Regfile
export DESIGN_NICKNAME = Regfile
export VERILOG_FILES = /design/flow/design.v
export SDC_FILE = /design/flow/constraint.sdc
export NUM_CORES = 4
export LEC_CHECK = 1
export CORE_UTILIZATION = 50

===== flow/constraint.sdc =====
current_design Regfile

set clk_period 8.0
set clk_io_pct 0.2

create_clock -name clk0 -period $clk_period [get_ports {clk}]

set non_clock_inputs [all_inputs -no_clocks]
set_input_delay [expr $clk_period * $clk_io_pct] -clock clk0 $non_clock_inputs
set_output_delay [expr $clk_period * $clk_io_pct] -clock clk0 [all_outputs]

===== flow/design.v =====
module Regfile(
  input  logic        clk, 
  input  logic        rst,    
  input  logic [4:0]  rs1_addr, rs2_addr,
  input  logic [4:0]  rd_addr,
  input  logic        rd_wren,
  input  logic [31:0] rd_data,
  output logic [31:0] rs1_data_o, rs2_data_o
);
  reg [31:0] RegArray[0:31];   
  always @(posedge clk or posedge rst) begin
    if (rst) begin
      for (int i = 0; i < 32; i++) begin
        RegArray[i] <= 32'b0;
      end
      RegArray[2] <= 32'd2048;  
    end else if (rd_wren && rd_addr != 0) begin
      RegArray[rd_addr] <= rd_data;  
    end
  end
  assign rs1_data_o = (rs1_addr == 0) ? 32'b0 : RegArray[rs1_addr];
  assign rs2_data_o = (rs2_addr == 0) ? 32'b0 : RegArray[rs2_addr];
endmodule

===== flow/run.sh =====
#!/bin/bash
# OpenROAD 26Q1-2900-gdf79404cd8, Yosys 0.63+post, stock flow scripts
make -C /OpenROAD-flow-scripts/flow DESIGN_CONFIG=/design/flow/config.mk WORK_HOME=/design/flow/orfs finish

==> reports/metrics.yaml <==
outcome: "finished clean"
finClkSkew_ps: 0
fmax_mhz: 137.5
ff_type: "sky130_fd_sc_hd__dfrtp_1"
r2r_setup_slack_ps: 7030
drcViolationCount: 0
number_of_warnings_reported_in_the_yosys_synthesis_log: 2
grt_start_max_net_pins: 120
edff_count_synth: 0
clock.latency.late_pin_ps: 720
die-area_mm2: 0.1047
pwr-share-seq: 0.477
largest_register: "RegArray"
power_switching_mw: 4.262
top_cells_by_area: "sky130_fd_sc_hd__dfrtp_1 (48%), sky130_fd_sc_hd__mux2_2 (22%), sky130_fd_sc_hd__nand3_1 (5.8%)"
number_of_gates_resized_after_cts: 0
routed-via-count: 48062
crit_cells: 9
openroad.warnings: 36
routed_wire_length_per_instance_um: 45.13
totalNegativeSetupSlack_ps: 0
area_of_the_placeable_core_mm2: 0.1022
crit_required_ps: 6400
worstPathCellList: "clkdlybuf4s50_1 -> buf_4 -> or3b_1 -> nor2_4 -> buf_4 -> a22oi_1 -> o211a_1 -> a31oi_1 -> clkdlybuf4s50_1"
grt_use_total: 0.5567
power_per_cell_area_mw_per_mm2: 246.7
postRouteWirelength_mm: 276.4
finalSetupViolCount: 0
max_slew_margin: 0.2624
library_cell_occupying_the_most_area_in_the_post_synthesis_netlist: "sky130_fd_sc_hd__dfrtp_1"
clk_root_buffer_cell: "sky130_fd_sc_hd__clkbuf_16"
synth.cell_area_mm2: 0.05170
tritoncts: "yes"
start_kind: "input pin"
critical_path.top_delay_family: "buffers and inverters"
p_comb_frac: 0.149
critical-path-slowest-cell: "sky130_fd_sc_hd__nor2_4"
crit_path_end_kind: "primary output"
finalMaxSlewViolations: 0
reg.largest.list: "RegArray: 992 flops"
post-cts-setup-buffers: 0
power.static_leakage_nw: 25.61
die_width_um: 323.6
overflow_left_after_global_routing: 0
antenna_violations_before_repair: 27
area_growth_syn_to_layout_pct: 14.51
period_needed_ps: 7272
yosys.stat.seqShare: 0.4802
portBuffers: 113
final_util: 0.5794
detailed_place_hpwl_mm: 170.0
via_count_of_the_first_global_routing_pass: 45863
layout-drive-gt1-share: 0.3338
global_route_wire_length_before_repair_mm: 377.8
floorplan.core_util: 0.5060
irDropWorstVdd_mv: 0.1784
reg2reg_from: "RegArray[8][13]"
crit_end: "rs1_data_o[5]"
rr_endpoint: "RegArray[8][13]"
finalClockPeriodUsage: 0.9090
worst_ep_arrival_time_ps: 5670
post_synth_inst_count: 4649
crit_fanout: 16
worst_pin_slew_ps: 1102
hold_path_class: "register to register"
clock_tree.buffer_depth: 3
power.internal_mw: 10.34
number_of_flip_flops_under_the_largest_register_name: 992
ff2ff_path_depth: 1
startpoint: "rs1_addr[2]"
drv.max_cap_violation_count: 0
postSynth.asyncResetShare: 1.000
violation_count_after_the_first_detailed_routing_iteration: 6634
yosysTopAreaCellShare: 0.4797
hold_bufs_inserted_after_cts: 0
synthesis.area_per_instance_um2: 11.12
antenna_left: 0
max_stage_delay_ps: 850
timing_hold_violations_final: 0
clock_power_share: 0.374
ys_ff: 992
timing_worst_setup_path_type: "input pin to primary output"
numCtsBuffers: 106
yosys-stat-area_mm2: 0.05170
cts.sinks: 992
io_pins: 114
fp.dieH_um: 323.6
num_rows: 117
synth.lib_cells_used.distinct: 74
drt-vias-per-instance: 7.847
detail_route.first_pass.iterations: 9
critical_path.n_buffers_inverters: 4
sw_frac: 0.2919
ys_cells: 4649
setup_repair_after_global_routing_missed_its_margin: "no"
final_weighted_congestion_in_routability_driven_placement: 1.069
cts-htree-levels: 3
clkTransAtPathRegs_ps: 70
==> cells in the final DEF (no fill, tap or decap), types with 10 or more instances in the layout <==
master / instances
sky130_fd_sc_hd__clkinvlp_4: 12
sky130_fd_sc_hd__clkdlybuf4s50_1: 105
sky130_fd_sc_hd__a22oi_1: 356
sky130_fd_sc_hd__and3_1: 229
sky130_fd_sc_hd__nand3_1: 596
sky130_fd_sc_hd__o21ai_0: 18
sky130_fd_sc_hd__o2111ai_1: 15
sky130_fd_sc_hd__nand2b_1: 10
sky130_fd_sc_hd__and4_1: 49
sky130_fd_sc_hd__a22o_1: 45
sky130_fd_sc_hd__a21oi_1: 77
sky130_fd_sc_hd__clkbuf_1: 13
sky130_fd_sc_hd__a31oi_1: 56
sky130_fd_sc_hd__nor2_4: 31
sky130_fd_sc_hd__bufinv_16: 16
sky130_fd_sc_hd__nor3_1: 19
sky130_fd_sc_hd__nand2_2: 13
sky130_fd_sc_hd__diode_2: 35
sky130_fd_sc_hd__clkinv_2: 13
sky130_fd_sc_hd__a2111oi_0: 67
sky130_fd_sc_hd__and2_1: 12
sky130_fd_sc_hd__dfrtp_1: 991
sky130_fd_sc_hd__a222oi_1: 33
sky130_fd_sc_hd__nand2_1: 72
sky130_fd_sc_hd__buf_12: 24
sky130_fd_sc_hd__nor2_1: 23
sky130_fd_sc_hd__clkbuf_8: 25
sky130_fd_sc_hd__clkbuf_16: 111
sky130_fd_sc_hd__nand4_1: 184
sky130_fd_sc_hd__o31a_1: 20
sky130_fd_sc_hd__inv_1: 18
sky130_fd_sc_hd__buf_4: 250
sky130_fd_sc_hd__nor4_1: 38
sky130_fd_sc_hd__nor2_2: 20
sky130_fd_sc_hd__mux2_2: 993
==> cells in the mapped netlist, drive strengths merged, types with 56 or more instances <==
| cell | number |
|---|---|
| and3 | 232 |
| buf | 211 |
| nor2 | 74 |
| a21oi | 77 |
| nand4 | 184 |
| nand3 | 598 |
| clkbuf | 293 |
| a2111oi | 71 |
| a22oi | 356 |
| mux2 | 995 |
| nand2 | 86 |
| a31oi | 56 |
| dfrtp | 991 |
==> per-layer routing <==
layer	global-route usage	part of all wire	vias up
li1	-	-	17885
met1	0.6901	0.33	23743
met2	0.7077	0.39	4770
met3	0.3625	0.18	1636
met4	0.3805	0.097	28
met5	0.02546	0.0019	-
==> cell type report <==
type	instances	area, µm²
Antenna cell	35	87.58
Clock buffer	149	3171
Clock inverter	43	654.4
Fill cell	8469	42980
Inverter	20	78.83
Multi-Input combinational cell	3133	25240
Sequential cell	992	24830
Tap cell	1368	1712
Timing Repair Buffer	385	3438
==> worst min path at each step <==
| stage | endpoint | depth (start not counted) | start |
|---|---|---|---|
| CTS | RegArray[5][11] | 1 | RegArray[5][11] |
| global route | RegArray[3][19] | 1 | RegArray[3][19] |
| finish | RegArray[5][11] | 1 | RegArray[5][11] |
==> power by group through the flow <==
| stage | clock network, mW | logic [mW] | registers [mW] |
|---|---|---|---|
| final | 5.46 | 2.18 | 6.97 |
| after global routing | 5.64 | 2.28 | 7.05 |
| after CTS | 5.46 | 2.12 | 6.91 |
==> per-stage QoR <==
stage	instances	power [mW]	hold slack [ps]	area, µm²	worst slack [ps]
3_3_place_gp	5898	9.057	488.1	55290	968.8
5_1_grt	6091	14.97	528.9	59120	863.9
6_report	6125	14.60	515.2	59200	728.1
2_1_floorplan	4649	7.987	476.1	51700	-7266
3_5_place_dp	5898	9.089	505.0	55290	1024
4_1_cts	6090	14.49	510.5	59120	1015
==> logic make-up after synthesis <==
group / synth area share
AOI/OAI and AO/OA: 0.1100
buffers and inverters: 0.04179
DFF: 0.4802
muxes: 0.2177
and+or+nand+nor: 0.1503
No activity file was given, so power comes from the tool's default toggle rates.
